**/design/flow/run.sh**
```bash
#!/bin/bash
# OpenROAD 26Q1-2900-gdf79404cd8, Yosys 0.63+post, stock flow scripts
make -C /OpenROAD-flow-scripts/flow DESIGN_CONFIG=/design/flow/config.mk WORK_HOME=/design/flow/orfs finish
```
**/design/flow/config.mk**
```make
export PLATFORM = sky130hd
export DESIGN_NAME = UART_RX_TOP
export DESIGN_NICKNAME = UART_RX_TOP
export VERILOG_FILES = /design/flow/design.v
export SDC_FILE = /design/flow/constraint.sdc
export NUM_CORES = 4
export LEC_CHECK = 1
export CORE_UTILIZATION = 50
```
**/design/flow/constraint.sdc**
```tcl
current_design UART_RX_TOP

set clk_period 3.8
set clk_io_pct 0.2

create_clock -name clk0 -period $clk_period [get_ports {Clk}]

set non_clock_inputs [all_inputs -no_clocks]
set_input_delay [expr $clk_period * $clk_io_pct] -clock clk0 $non_clock_inputs
set_output_delay [expr $clk_period * $clk_io_pct] -clock clk0 [all_outputs]
```
**/design/flow/design.v**
```verilog
module Data_sampling 
(
    input  wire [3:0]    Prescale,
    input  wire          RX_IN,
    input  wire          Clk,
    input  wire          Rst,
    input  wire [2:0]    Edge_count,
    output reg           Sampled_bit
);
reg [2:0] regfile ;
reg [1:0] index_counter ;
reg Sampled_bit_reg;
always @(*) 
begin
   if(Edge_count== (Prescale/2)+3'd1) 
    begin
     case (regfile)
       3'b000 : Sampled_bit_reg =1'd0;
       3'b001 : Sampled_bit_reg =1'd0;
       3'b010 : Sampled_bit_reg =1'd0;
       3'b011 : Sampled_bit_reg =1'd1;
       3'b100 : Sampled_bit_reg =1'd0;
       3'b101 : Sampled_bit_reg =1'd1;
       3'b110 : Sampled_bit_reg =1'd1;
       3'b111 : Sampled_bit_reg =1'd1;
       default: Sampled_bit_reg =1'd1;
     endcase
    end
   else
      Sampled_bit_reg =Sampled_bit;
end
always @(posedge Clk or negedge Rst) 
begin
 if(!Rst)
      Sampled_bit <=1'd0;  
 else 
      Sampled_bit <= Sampled_bit_reg;
end
always @(posedge Clk or negedge Rst) 
begin
 if(!Rst)
   regfile <= 3'd0;   
 else if( Edge_count== (Prescale/2)-3'd1 || Edge_count== (Prescale/2) || Edge_count== (Prescale/2) +3'd1 )
   regfile[index_counter] <= RX_IN;
end
always @(posedge Clk or negedge Rst) 
begin
 if(!Rst) 
    index_counter <= 2'd0;
 else if(index_counter == 2'd2)
    index_counter <= 2'd0;
 else if(Edge_count== (Prescale/2)-3'd1 || Edge_count== (Prescale/2) || Edge_count== (Prescale/2) +3'd1 )
    index_counter <= index_counter + 2'd1; 
end
endmodule
module DeSerializer 
#(parameter out_width  =8)
(
    input  wire                         Clk,
    input  wire                         Rst,
    input  wire                         DeSerializer_EN,
    input  wire                         Sampled_bit,
    output reg  [out_width-1:0]         Parallel_data
);
reg [2:0] index;
always @(posedge Clk or negedge Rst) 
begin
    if(!Rst)
        Parallel_data <= 'd0;
    else if(DeSerializer_EN )
        Parallel_data[index] <= Sampled_bit;
end
always @(posedge Clk or negedge Rst) 
begin
 if(!Rst) 
    index <= 3'd0;
 else if(DeSerializer_EN )
  index <= index + 3'd1; 
end
endmodule
module Edge_bit_counter 
(
    input  wire [3:0]  Prescale,
    input  wire        Enable,
    input  wire        Clk,
    input  wire        Rst,
    input  wire        Parity_EN,
    output reg [3:0]   Bit_count,
    output reg [2:0]   Edge_count
);
always @(posedge Clk or negedge Rst) 
begin
    if(!Rst )
    begin
        Edge_count<= 3'd0;
    end
    else if(Edge_count== Prescale-3'd1  || !Enable)
    begin
        Edge_count<= 3'd0;
    end
    else if(Enable & (Edge_count!=Prescale-3'd1))
    begin
        Edge_count<= Edge_count + 3'd1;
    end
end
always @(posedge Clk or negedge Rst) 
begin
    if(!Rst  )
    begin
        Bit_count<= 4'd0;
    end
    else if(!Enable)
    begin
        Bit_count<= 4'd0;
    end
    else if (Parity_EN && (Edge_count== Prescale-3'd1)  && (Bit_count !=4'd11))
    begin
        Bit_count<= Bit_count + 4'd1;
    end
    else if (!Parity_EN && (Edge_count== Prescale-3'd1)   && (Bit_count !=4'd10))
    begin
        Bit_count<= Bit_count + 4'd1;
    end
end
endmodule
module FSM 
(
    input  wire             RX_IN,
    input  wire             Parity_EN,
    input  wire  [3:0]      Bit_count,
    input  wire  [2:0]      Edge_count,
    input  wire             Parity_ERR,
    input  wire             Strt_glitch,
    input  wire             Stp_ERR,
    input  wire             Clk,
    input  wire             Rst,
    output reg              Parity_chk_EN,
    output reg              Strt_chk_EN,
    output reg              Stp_chk_EN,
    output reg              Data_vaild,
    output reg              DeSerializer_EN,
    output reg              Enable
);
   reg [2:0]   current_state;
   reg [2:0]   next_state;
 localparam    idle_state    =3'd0 ,
               start_state   =3'd1 ,
               data_state    =3'd2 , 
               parity_state  =3'd3 ,
               stop_state    =3'd4 ;
 localparam  Edge0 = 3'd0,
             Edge7 = 3'd7,
             Edge1 = 3'd1,
             Edge2 = 3'd2;
 always @(posedge Clk or negedge Rst)
  begin
    if(!Rst)
        current_state <= idle_state;
    else
        current_state <= next_state ;
  end           
always @(*)
 begin
    case (current_state)
      idle_state     : begin
                      if(RX_IN==1'd0 &&Bit_count==4'd0)
                        next_state =start_state ;
                      else
                        next_state =idle_state ;
                       end
      start_state    : begin
                      if(Bit_count==4'd1 && Strt_glitch==1'd0)
                        next_state =data_state ;
                      else if(Bit_count==4'd1 && Strt_glitch==1'd1)
                        next_state =idle_state ;
                      else
                        next_state =start_state ;
                       end
      data_state      : begin
                        if(Bit_count==4'd9 && Parity_EN)
                          next_state =parity_state ;
                        else if(Bit_count==4'd9 && !Parity_EN)
                          next_state =stop_state ;
                        else
                          next_state =data_state ;
                        end
      parity_state    : begin
                        if(Bit_count==4'd10)
                          next_state =stop_state ;
                        else
                          next_state =parity_state ;
                        end
      stop_state     : begin
                      if(((Bit_count==4'd11 && Parity_EN) || (Bit_count==4'd10 && !Parity_EN)) && RX_IN)
                        next_state = idle_state ;
                      else if(((Bit_count==4'd11 && Parity_EN) || (Bit_count==4'd10 && !Parity_EN)) && !RX_IN)
                         next_state = start_state ;
                      else
                        next_state = stop_state ;
                       end
      default         : begin
                        next_state = idle_state ;
                        end
    endcase
end
always @(*)
 begin
    Parity_chk_EN=1'd0;
    Strt_chk_EN=1'd0;
    Stp_chk_EN=1'd0;
    Data_vaild=1'd0;
    DeSerializer_EN=1'd0;
    Enable=1'd1;
    case (current_state)
      idle_state    : begin
                      Enable =1'd0;
                      end
      start_state   : begin
                      if(Edge_count==3'd7)
                        Strt_chk_EN=1'd1;
                      else
                        Strt_chk_EN=1'd0;
                      end
      data_state     : begin
                      if (Edge_count==3'd7)
                        DeSerializer_EN=1'd1;
                      else
                        DeSerializer_EN=1'd0;
                      end
      parity_state   : begin
                      if( Edge_count==3'd0 )
                        Parity_chk_EN=1'd1;
                      else
                        Parity_chk_EN=1'd0;
                       end
      stop_state     : begin
                        case (Edge_count)
                         Edge1 :Parity_chk_EN=1'd1;
                         Edge2 :Parity_chk_EN=1'd1;
                         Edge7 :  begin
                                  Data_vaild =1'd0;
                                  Stp_chk_EN=1'd1;
                                  end
                         Edge0 :  begin
                                  Stp_chk_EN=1'd0;
                                  if(Parity_EN)
                                  begin
                                  if(Stp_ERR && Parity_ERR )
                                    Data_vaild =1'd0;
                                  else if(!Stp_ERR && !Parity_ERR )
                                    Data_vaild =1'd1;  
                                  else
                                    Data_vaild =1'd0;                      
                                  end
                                  else
                                  begin
                                    if(Stp_ERR )
                                    Data_vaild =1'd0;
                                  else if(!Stp_ERR )
                                    Data_vaild =1'd1;  
                                  else
                                    Data_vaild =1'd0;                      
                                  end
                                  end
                        default : begin
                                  Data_vaild =1'd0;
                                  Stp_chk_EN=1'd0;
                                  end 
                        endcase
                      end
    default       : begin
                    Parity_chk_EN=1'd0;
                    Strt_chk_EN=1'd0;
                    Stp_chk_EN=1'd0;
                    Data_vaild=1'd0;
                    DeSerializer_EN=1'd0;
                    Enable=1'd0;
                    end
    endcase
end
endmodule
module Parity_check #(parameter out_width =8)
(
    input  wire                 Sampled_bit,
    input  wire                 Parity_chk_EN,
    input  wire                 Parity_type,
    input  wire                 Clk,
    input  wire                 Rst,
    input  wire [out_width-1:0] Parallel_data,
    output reg                  Parity_ERR
);
localparam     even_parity = 1'd0 ,
               odd_parity  = 1'd1;
reg [out_width-1:0] parallel_data_reg;
reg                 parity_bit_reg;
reg                 parity_bit;
reg                 Parity_ERR_reg;
always @(posedge Clk or negedge Rst) 
begin
    if(!Rst)
        parallel_data_reg <='d0;   
    else if(Parity_chk_EN)
        parallel_data_reg <= Parallel_data;
end
always @(*)
     begin
        if(Parity_chk_EN)
        begin
        case (Parity_type)
            even_parity  : begin
                             parity_bit_reg = ^parallel_data_reg  ;
                            end
            odd_parity   : begin
                            parity_bit_reg =  ~^parallel_data_reg;
                            end
            default: parity_bit_reg =1'd0 ;  
        endcase
        end
        else
            parity_bit_reg = parity_bit;
    end
always @(posedge Clk or negedge Rst) 
begin
if(!Rst)
    parity_bit <= 1'd0;    
else
    parity_bit <= parity_bit_reg;    
end
always @(*)
 begin
    if( Sampled_bit ==parity_bit)
        Parity_ERR_reg = 1'd0 ;    
    else if(Sampled_bit !=parity_bit)
        Parity_ERR_reg = 1'd1  ;
    else
        Parity_ERR_reg = Parity_ERR;
end
always @(posedge Clk or negedge Rst) 
begin
    if(!Rst)
        Parity_ERR <= 1'd0;    
    else if(Parity_chk_EN)
        Parity_ERR <= Parity_ERR_reg ;
end
endmodule
module Stop_check
(
    input  wire Sampled_bit,
    input  wire Stp_chk_EN,
    input  wire Clk,
    input  wire Rst,
    output reg  Stp_ERR
);
reg   Stp_ERR_reg;  
always @(*)
 begin
    if(Stp_chk_EN && (Sampled_bit==1'd1))
        Stp_ERR_reg = 1'd0 ;    
    else if(Stp_chk_EN && (Sampled_bit!=1'd1))
        Stp_ERR_reg = 1'd1  ;
    else
        Stp_ERR_reg = Stp_ERR;
end
always @(posedge Clk or negedge Rst) 
begin
    if(!Rst)
        Stp_ERR <= 1'd0;    
    else
        Stp_ERR <= Stp_ERR_reg ;
end
endmodule
module Strt_check
(
    input  wire Sampled_bit,
    input  wire Strt_chk_EN,
    input  wire Clk,
    input  wire Rst,
    output reg  Strt_glitch
);
always @(posedge Clk or negedge Rst)
 begin
    if(!Rst )
        Strt_glitch <= 1'd0;
    else if(Strt_chk_EN && (Sampled_bit==1'd0))
        Strt_glitch <= 1'd0;
    else if(Strt_chk_EN && (Sampled_bit!=1'd0))
        Strt_glitch <= 1'd1;  
end 
endmodule
module UART_RX_TOP 
#(
 parameter out_width      = 8
)
(
    input  wire                          RX_IN,
    input  wire  [3:0]                   Prescale,
    input  wire                          Parity_EN,
    input  wire                          Parity_type,
    input  wire                          Clk,
    input  wire                          Rst,
    output wire [out_width-1:0]          Parallel_data,
    output wire                          Data_vaild
);
wire        Enable;
wire [2:0]  Edge_count;
wire [3:0]  Bit_count;
wire        Sampled_bit;
wire        DeSerializer_EN;
wire        Parity_ERR;
wire        Parity_chk_EN;
wire        Strt_glitch;
wire        Strt_chk_EN;
wire        Stp_chk_EN;
wire        Stp_ERR;
Data_sampling u_Data_sampling(
    .Prescale    (Prescale    ),
    .RX_IN       (RX_IN       ),
    .Clk         (Clk         ),
    .Rst         (Rst         ),
    .Edge_count  (Edge_count  ),
    .Sampled_bit (Sampled_bit )
);
DeSerializer 
#(
    .out_width      (out_width      )
)
u_DeSerializer(
    .Clk             (Clk             ),
    .Rst             (Rst             ),
    .DeSerializer_EN (DeSerializer_EN ),
    .Sampled_bit     (Sampled_bit     ),
    .Parallel_data   (Parallel_data   )
);
Edge_bit_counter u_Edge_bit_counter(
    .Prescale   (Prescale   ),
    .Enable     (Enable     ),
    .Clk        (Clk        ),
    .Rst        (Rst        ),
    .Parity_EN  (Parity_EN  ),
    .Bit_count  (Bit_count  ),
    .Edge_count (Edge_count )
);
FSM u_FSM(
    .RX_IN           (RX_IN           ),
    .Parity_EN       (Parity_EN       ),
    .Bit_count       (Bit_count       ),
    .Edge_count      (Edge_count      ),
    .Parity_ERR      (Parity_ERR      ),
    .Strt_glitch     (Strt_glitch     ),
    .Stp_ERR         (Stp_ERR         ),
    .Clk             (Clk             ),
    .Rst             (Rst             ),
    .Parity_chk_EN   (Parity_chk_EN   ),
    .Strt_chk_EN     (Strt_chk_EN     ),
    .Stp_chk_EN      (Stp_chk_EN      ),
    .Data_vaild      (Data_vaild      ),
    .DeSerializer_EN (DeSerializer_EN ),
    .Enable          (Enable          )
);
Parity_check 
#(
    .out_width   (out_width   )
)
u_Parity_check(
    .Sampled_bit   (Sampled_bit   ),
    .Parity_chk_EN (Parity_chk_EN ),
    .Parity_type   (Parity_type   ),
    .Clk           (Clk           ),
    .Rst           (Rst           ),
    .Parallel_data (Parallel_data ),
    .Parity_ERR    (Parity_ERR    )
);
Stop_check u_Stop_check
(
    .Sampled_bit (Sampled_bit ),
    .Stp_chk_EN  (Stp_chk_EN ),
    .Clk         (Clk         ),
    .Rst         (Rst         ),
    .Stp_ERR     (Stp_ERR     )
);
Strt_check u_Strt_check
(
    .Sampled_bit (Sampled_bit ),
    .Strt_chk_EN (Strt_chk_EN ),
    .Clk         (Clk         ),
    .Rst         (Rst         ),
    .Strt_glitch (Strt_glitch )
);
endmodule
```
==> Slide: Implementation Results <==
Key Metrics from the Run

Clocking
  – Hold-fix buffers at CTS: 0
  – Clock Path Buffers: 2
  – Number of buffers created by CTS: 5
  – Post-CTS repair timing setup buffer count: 0
  – Clock tree root buffer cell: clkbuf_8
  – Clock transition at the register clock pins on the worst setup and hold paths after CTS: approximately 0.080 ns
  – Clock tree from TritonCTS: done
  – Maximum level of the CTS H-tree: 2
  – Clock insertion delay at the later pin of the skew report: 0.28 ns
  – Clk sinks: 41
  – Gates resized, CTS repair: 0

Floorplan
  – Die Width: 70.5 um
  – Std-Cell Rows: 24
  – Std-Cell Core Area: around 4400 um^2
  – Init Core Util: a little over half
  – Vertical die dimension: between 70 and 80 um
  – Area enclosed by the die boundary: 4960 um^2
  – Count of pins on the block boundary: 18

Synth
  – Total cells reported by yosys after synthesis: about 220
  – Total cell area reported by yosys after synthesis: ~2300 um^2
  – Synth unique cells: 44
  – Mean post-synth cell area: about 11 um^2
  – Count of mapped cells out of synthesis: roughly 220
  – Yosys aoi share: 8.22%
  – Fraction of synthesized area in multiplexers: 9.18%
  – Flip-flops with a built-in enable: 0
  – Synth Area in Adders: a little under an eighth
  – Ys flop type: dfrtp_1
  – Simple-Gate Area Share: 15.3%
  – Cell Area, Synth: 2340 um^2
  – Xor and xnor fraction of the mapped netlist area: about 8.9%
  – Count of yosys warnings during synthesis: 7
  – Dominant kind of combinational cell: simple AND/OR/NAND/NOR gates
  – Share of async-settable or async-resettable flops after synthesis: approximately 100%
  – Flop and latch count out of synthesis: slightly above 40
  – Sequential area share after synthesis: 43.8%

Pwr
  – Cell Pwr Density: about 720 nW/um^2
  – Peak ir drop on the vdd network: about 0.00037 V
  – Post-layout power: between 1.5 and 2 mW
  – Leak Pwr: ~1.2 nW

Placed design
  – Post-detailed-placement half-perimeter wirelength: 3070 um
  – Count of input and output buffers: 17
  – Worst slack, placed: about 0.73 ns
  – Number of cells in the design after placement: 286
  – GPL Wtd Cong: roughly 0.84
  – Instance area at placement: 2570 um^2

Timing
  – Number of max-slew violations in the final report: 0
  – Final period util: between 70% and 80%
  – Post-route clock skew: 0.00437 ns
  – Slew of the pin with the lowest slew margin: 0.780 ns
  – Rel. slew slack: 47.5%
  – Maximum achievable frequency: ~0.34 GHz
  – RSZ-0062 raised after global routing: no
  – Slack of the critical path: roughly 0.85 ns
  – Min cycle time layout: between 2 and 3 ns
  – Final tally of setup violations: 0
  – Final Hold Viols: 0
  – Total Neg Setup Slack: 0 ns

Final layout
  – Layout Cell Area excl Fill: between 2000 and 3000 um^2
  – Sequential cell area: 1030 um^2
  – Number of inserted filler cells in the final layout: ~350
  – Fin cells: 294
  – Combinational gate area: about 1200 um^2
  – Area overhead of the layout relative to synthesis: 15.5%
  – Ratio of cells with drive above 1 in the final layout: between 10% and 20%

Status
  – Result of the run: complete, no violations

Worst hold path
  – Startpoint of the tightest hold check path: u_Stop_check.Stp_ERR
  – Worst Hold Class: register to register

Routing
  – N_diodes: 0
  – Number of design rule violations left after detail routing: 0
  – Detailed-route via count: roughly 1,600
  – Count of antenna-violating nets left after detailed routing: 0
  – Number of detailed-routing iterations run before antenna repair: 21
  – Vias per cell: 5.48
  – Wire length per cell: about 14 um
  – Number of design-rule violations left by the first detailed-router iteration: ~74
  – Final wirelength: ~4100 um

GRT
  – Vias in the first global route: ~1,500
  – Initial antenna violation count: 0
  – First-pass GRT wire length: 7250 um
  – Aggregate global routing overflow: 0
  – Pin count of the biggest net entering global routing: roughly 42
  – GR Util All Layers: 19.4%

Flow run
  – Max-cap violations: 0
  – Number of warnings in the stage logs: 40

Worst setup path
  – WP data required: a little over 3 ns
  – CP endpoint kind: primary output
  – Worst setup path startpoint: Parity_EN
  – Critical path data arrival time: 2.19 ns
  – Max Fanout on Critical Path: 4
  – Kind of critical path: input pin to primary output
  – RR Startpoint: u_DeSerializer.index[0]
  – Worst setup SP type: input pin
-- area by class of cell --
| cell class | count | area share [%] |
|---|---|---|
| multi-input combinational | 160 | 46.1 |
| timing repair buffer | 19 | 6.66 |
| tap | 52 | 2.40 |
| clock buffer | 5 | 2.54 |
| inverter | 14 | 1.94 |
| sequential | 41 | 38.0 |
| clock inverter | 3 | 2.40 |
-- layer usage --
layer  vias up  part of all wire, %  track usage (%)
met5         -                    0                0
li1        789                    -                -
met1       775                   49             32.6
met2        44                   44             27.5
met4         0                 0.70             1.81
met3         4                  5.8             4.96
-- kinds of logic (layout without fill, tap and decap cells) --
| kind of cell | count (synthesis) | after routing |
|---|---|---|
| simple gates | 69 | 69 |
| flops | 41 | 41 |
| compound gates | 27 | 27 |
| xor+xnor | 23 | 23 |
| fa+ha+maj | 22 | 22 |
| mux | 19 | 19 |
| buf+inv | 18 | 41 |
-- power breakdown --
part	internal [mW]	total, mW	switching, mW
Clock	0.261	0.404	0.143
Combinational	0.395	0.777	0.382
Sequential	0.587	0.779	0.192
Total	1.24	1.96	0.717
-- placed cells by master, fill, tap and decap left out, types with 2 or more instances in the layout --
| cell | Yosys | routed |
|---|---|---|
| xor2_1 | 4 | 4 |
| nand2_1 | 25 | 25 |
| nor3_1 | 2 | 2 |
| nand4b_1 | 3 | 3 |
| bufinv_16 | 0 | 2 |
| mux2_2 | 14 | 14 |
| a21oi_1 | 4 | 4 |
| ha_1 | 21 | 21 |
| nor2_1 | 9 | 9 |
| dfrtp_1 | 40 | 40 |
| clkbuf_8 | 0 | 5 |
| o2bb2ai_1 | 2 | 2 |
| nand4_1 | 2 | 2 |
| mux2_1 | 2 | 2 |
| a22o_1 | 4 | 4 |
| nand3_1 | 6 | 6 |
| xnor2_1 | 18 | 18 |
| nor2b_1 | 4 | 4 |
| and2_1 | 4 | 4 |
| mux2i_1 | 2 | 2 |
| nor3b_1 | 2 | 2 |
| buf_4 | 0 | 2 |
| inv_1 | 14 | 14 |
| o21ai_0 | 8 | 8 |
| clkdlybuf4s50_1 | 0 | 16 |
| nand2b_1 | 4 | 4 |
| nor4_1 | 2 | 2 |
-- critical path: stages --
cell             delay (ns)
clkdlybuf4s50_1        0.48
a2111oi_0              0.40
clkdlybuf4s50_1        0.54
-- worst paths after layout --
path,end,cells past startpoint,slack (ns)
worst min-delay path,u_Stop_check.Stp_ERR,2,0.49
worst min register to register,u_Stop_check.Stp_ERR,2,0.49
min in group asynchronous,u_Parity_check.parity_bit,2,0.52
max in group asynchronous,u_FSM.current_state[0],2,2.91
worst max-delay path,Data_vaild,3,0.85
worst max register to register,u_DeSerializer.Parallel_data[4],6,1.56
-- synthesized netlist by cell type, types with 3 or more instances --
| master | instances | area share (%) |
|---|---|---|
| a21oi_1 | 4 | 0.85 |
| a22o_1 | 4 | 1.5 |
| and2_1 | 4 | 1.1 |
| clkbuf_1 | 3 | 0.48 |
| dfrtp_1 | 40 | 43 |
| ha_1 | 21 | 11 |
| inv_1 | 14 | 2.2 |
| mux2_2 | 14 | 6.7 |
| nand2_1 | 25 | 4.0 |
| nand2b_1 | 4 | 1.1 |
| nand3_1 | 6 | 1.3 |
| nand4b_1 | 3 | 1.1 |
| nor2_1 | 9 | 1.4 |
| nor2b_1 | 4 | 1.1 |
| o21ai_0 | 8 | 1.7 |
| xnor2_1 | 18 | 6.7 |
| xor2_1 | 4 | 1.5 |
-- stage by stage --
step | util [%] | hold WS, ns
floorplan | - | 0.441
finish | 60.9 | 0.493
global placement | 57.9 | 0.462
global route | 60.9 | 0.534
detailed placement | 57.9 | 0.473
CTS | 60.9 | 0.491
Power is estimated from default activity; no workload was simulated.
